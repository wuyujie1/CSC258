`design/flow/run.sh`:
```
#!/bin/bash
# OpenROAD 26Q1-2900-gdf79404cd8, Yosys 0.63+post, stock flow scripts
make -C /OpenROAD-flow-scripts/flow DESIGN_CONFIG=/design/flow/config.mk WORK_HOME=/design/flow/orfs finish
```
`design/flow/config.mk`:
```
export PLATFORM = sky130hd
export DESIGN_NAME = score1
export DESIGN_NICKNAME = score1
export VERILOG_FILES = /design/flow/design.v
export SDC_FILE = /design/flow/constraint.sdc
export NUM_CORES = 4
export LEC_CHECK = 1
export CORE_UTILIZATION = 40
```
`design/flow/constraint.sdc`:
```
current_design score1

set clk_period 2.3
set clk_io_pct 0.2

create_clock -name clk0 -period $clk_period [get_ports {clock}]

set non_clock_inputs [all_inputs -no_clocks]
set_input_delay [expr $clk_period * $clk_io_pct] -clock clk0 $non_clock_inputs
set_output_delay [expr $clk_period * $clk_io_pct] -clock clk0 [all_outputs]
```
`design/flow/design.v`:
```
module numberFSM(CLOCK_50, SW, KEY,
		VGA_CLK,   						 
		VGA_HS,							 
		VGA_VS,							 
		VGA_BLANK_N,						 
		VGA_SYNC_N,						 
		VGA_R,   						 
		VGA_G,	 						 
		VGA_B   						 
	);
	input			CLOCK_50;				 
	input   [9:0]   SW;
	input [0:0] KEY;
	output			VGA_CLK;   				 
	output			VGA_HS;					 
	output			VGA_VS;					 
	output			VGA_BLANK_N;				 
	output			VGA_SYNC_N;				 
	output	[9:0]	VGA_R;   				 
	output	[9:0]	VGA_G;	 				 
	output	[9:0]	VGA_B;   				 
	reg [7:0] x;
	reg [6:0] y;
	reg [2:0] c;
	reg [3:0] g;
	reg [3:0] s;
	reg [3:0] b;
	reg [3:0] ten;
	reg [6:0] hundred;
	reg [3:0] count;
	reg [1:0] index;
	reg [27:0] myclock;
	wire [7:0] xg;
	wire [6:0] yg;
	wire [2:0] cg;
	wire [7:0] xs;
	wire [6:0] ys;
	wire [2:0] cs;
	wire [7:0] xb;
	wire [6:0] yb;
	wire [2:0] cb;
	vga_adapter VGA(
			.resetn(KEY[0]),
			.clock(CLOCK_50),
			.colour(c),
			.x(x),
			.y(y),
			.plot(1),
			.VGA_R(VGA_R),
			.VGA_G(VGA_G),
			.VGA_B(VGA_B),
			.VGA_HS(VGA_HS),
			.VGA_VS(VGA_VS),
			.VGA_BLANK(VGA_BLANK_N),
			.VGA_SYNC(VGA_SYNC_N),
			.VGA_CLK(VGA_CLK));
		defparam VGA.RESOLUTION = "160x120";
		defparam VGA.MONOCHROME = "FALSE";
		defparam VGA.BITS_PER_COLOUR_CHANNEL = 1;
		defparam VGA.BACKGROUND_IMAGE = "black.mif";
		score1 s1(CLOCK_50, resetn, SW[0], x, y, c);
endmodule
module score1(clock, reset_n, scoreReset, xout, yout, cout);
	input clock, reset_n, scoreReset;
	reg [3:0] count;
	reg [1:0] index;
	reg [7:0] x;
	reg [6:0] y;
	reg [2:0] c;
	wire [7:0] xg;
	wire [6:0] yg;
	wire [2:0] cg;
	wire [7:0] xs;
	wire [6:0] ys;
	wire [2:0] cs;
	wire [7:0] xb;
	wire [6:0] yb;
	wire [2:0] cb;
	output reg [7:0] xout;
	output reg [6:0] yout;
	output reg [2:0] cout;
	always @(posedge clock)
		begin
			if (scoreReset == 1'b1)
				count <= 0;
			else
				begin
					if (count == 4'b1111)
						count <= 0;
					else
						count <= count + 1'b1;
				end
		end
	always @(posedge clock)
		begin
			if (scoreReset == 1'b1)
				index <= 0;
			else if(count == 4'b1111)
				begin
					if (index == 2'b10)
						index <= 0;
					else
						index <= index + 1'b1;
				end
		end		
	number1 n0(
				.xout(xb), 
				.yout(yb), 
				.cout(cb), 
				.num(3'd3), 
				.xin(7'b0001111), 
				.yin(7'b0001111), 
				.cin(3'b111), 
				.clk(clock), 
				.reset_n(scoreReset)
				);
	number1 n1(
				.xout(xs), 
				.yout(ys), 
				.cout(cs), 
				.num(3'd3), 
				.xin(7'b0010011), 
				.yin(7'b0001111), 
				.cin(3'b111), 
				.clk(clock), 
				.reset_n(scoreReset)
				);
	number1 n2(
				.xout(xg), 
				.yout(yg), 
				.cout(cg), 
				.num(3'd3), 
				.xin(7'b0010111), 
				.yin(7'b0001111), 
				.cin(3'b111), 
				.clk(clock), 
				.reset_n(scoreReset)
				);
	always @(*)
		begin
		xout = 0;
		yout = 0;
		cout = 0;
			case(index)
				0: begin
					xout = xb;
					yout = yb;
					cout = cb;
					end
				1: begin
					xout = xs;
					yout = ys;
					cout = cs;
					end
				2: begin
					xout = xg;
					yout = yg;
					cout = cg;
					end
			endcase
		end
endmodule
module number1(xout, yout, cout, num, xin, yin, cin, clk, reset_n);
	input [6:0] xin, yin;
	input [2:0] cin;
	input [3:0] num;
	input clk, reset_n;
	output [7:0] xout;
	output [6:0] yout;
	output [2:0] cout;
	wire [14:0] list;
	hex1 h0(
			.list(list), 
			.num(num)
			);
	single1 s0(
				.xout(xout), 
				.yout(yout), 
				.cout(cout), 
				.xin(xin), 
				.yin(yin), 
				.cin(cin), 
				.clk(clk), 
				.reset_n(reset_n), 
				.list(list)
				);
endmodule
module hex1(list, num);
	input [3:0] num;
	output reg [14:0] list;
	always @(*)
		begin
			case(num)
				0: list <= 15'b111101101101111;
				1: list <= 15'b010010010010010;
				2: list <= 15'b111001111100111;
				3: list <= 15'b111001111001111;
				4: list <= 15'b101101111001001;
				5: list <= 15'b111100111001111;
				6: list <= 15'b111100111101111;
				7: list <= 15'b111001001001001;
				8: list <= 15'b111101111101111;
				9: list <= 15'b111101111001111;
				default: list <= 15'b000000000000000;
			endcase
		end
endmodule
module single1(xout, yout, cout, xin, yin, cin, clk, reset_n, list);
	input [6:0] xin, yin;
	input [2:0] cin;
	input [0:14] list;
	input clk, reset_n;
	output [7:0] xout;
	output [6:0] yout;
	output reg [2:0] cout;
	wire [7:0] xtemp;
	wire enable_y;
	reg [1:0] xindex;
	reg [2:0] yindex;
	reg [3:0] counter;
	always @(posedge clk)
		begin
			if (reset_n == 1'b1)
				counter <= 0;
			else
				begin
					if (counter == 4'b1110)
						counter <= 0;
					else
						counter <= counter + 1'b1;
				end
		end
	assign xtemp = {1'b0, xin};
	always @(posedge clk)
		begin
			if (reset_n == 1'b1)
				xindex <= 0;
			else
				begin
					if (xindex == 2'b10)
						xindex <= 0;
					else
						xindex <= xindex + 1'b1;
				end
		end
	assign xout = xtemp + xindex;
	assign enable_y = (xindex == 2'b10) ? 1'b1 : 1'b0;
	always @(posedge clk)
		begin
			if (reset_n == 1'b1)
				yindex <= 0;
			else if (enable_y == 1'b1)
				begin
					if (yindex == 3'b100)
						yindex <= 0;
					else
						yindex <= yindex + 1'b1;
				end
		end
	assign yout = yin + yindex;
	always @(*)
		begin
			if (reset_n == 1'b1 | list[counter] == 1'b0)
				cout[2:0] = 3'b000;
			else
				cout[2:0] = cin;
		end
endmodule
```
==> results.toml <==
# yosys + openroad results
[global_routing]
globalRouteOverflowTotal = 0
grt_pass1_wl_um = 6670
grtUsageTotal_pct = 16.1
grt_pass1_vias = 1542
grt_max_degree = 31
antenna_found_initial = 0

[route]
drt_iter0_drc = 61
dr.pass1.iters = 4
dr_total_vias = 1669
wire_per_inst_um = 10.7
wirelength_um = 3750
via_per_inst = 4.74
route.detailed.drc = 0
antennaDiodeCount = 0
drtAntennaViolNets = 0

[cts]
cts.clk_slew.worst_paths_ps = 70
htree_levels = 2
worstSkewPairLatency_ps = 290
cts_max_path_buffers = 2
cts_tree = "yes"
cts_root_buf = "clkbuf_8"
clock-sinks = 33
cts_buffers = 5

[final_timing]
fin_hold_ws_ps = 414
setup_viol_count_final = 4
slew_violations = 0
report.final.hold_viol_count = 0
rsz0062_at_grt = "true"
clock.fmax_mhz = 426
final.setup.worst_slack_ps = -49.0
clock_skew_ps = 7.55
finalClockPeriodUsage_pct = 102
period_minus_slack_ps = 2350

[worst_setup_path]
crit_fanout = 3
criticalPathCategory = "reg2out"
endpoint_kind = "primary output"
crit_path_start_kind = "flip-flop"
arrival_ps = 1890
ff2ff_path_depth = 5
cp_data_required_time_ps = 1840

[die]
fp_util_pct = 41.6
die_x_um = 72.1
io_pins = 21
dieArea_um2 = 5200
core_area_um2 = 4720
die-height_um = 72.1
rows = 25

[synth]
top_cell_area_share_pct = 33.6
postSynthCellCount = 243
syn-cell-area_um2 = 1960
async_reset_ff_share_pct = 0
synthTopCellsByArea = "dfxtp_1 (34%), ha_1 (16%), nor2_1 (6.7%), a21oi_1 (5.9%), inv_1 (4.8%)"
synth_area_per_cell_um2 = 8.08
top_cells_by_count = "nor2_1 (35), dfxtp_1 (33), ha_1 (25), inv_1 (25), a21oi_1 (23)"
numSynthFlops = 33
yosysCellCount = 243
synth_cell_types = 44
yosys.cell_count.top_type = "nor2_1"
flop_cell = "dfxtp_1"
edf_count = 0
ys_warn_count = 3
seq_area_frac_synth_pct = 33.6
top_area_cell = "dfxtp_1"
ys_chip_area_um2 = 1960

[run]
warnings = 40
cap_violations = 0

[final_layout]
layout-drive-gt1-share_pct = 27.0
syn_to_final_growth_pct = 30.5
nFillCells = 406
instances_no_fill = 352

[power]
vdd_drop_max_mv = 0.356
cellPowerDensity_nw_per_um2 = 578
p_leak_nw = 1.06
p_total_mw = 1.48

[place]
gp_congestion = 0.823
dp_hpwl_um = 2580
place_inst = 337
pre_cts_ws_ps = -253
io_buffers = 14

[status]
outcome = "finished, violations left"
violations = "setup timing"

[min_path]
holdCritPathClass = "reg2reg"
min_path_cells = 1
==> cell families after synthesis <==
logic type / after synthesis / share of synthesized area, %
AOI/OAI and AO/OA: 54 / 17.3
xor gates and xnor gates: 1 / 0.446
adders and majority gates: 25 / 15.9
buffers and inverters: 39 / 8.92
DFF: 33 / 33.6
muxes: 6 / 3.18
other: 1 / 0.191
and+or+nand+nor: 84 / 20.4
==> metal layers <==
layer  vias to the layer above  track usage, %  wire, um
met5                         -               0         0
met4                         0            2.83        64
met3                         7            2.54       103
met2                        20            24.7      1640
met1                       747            24.6      1950
li1                        895               -         -
==> final cells by class <==
class                           instances  area, um2  share of cell area [%]
Clock buffer                            6       72.6                    2.83
Timing Repair Buffer                   44        355                    13.9
Multi-Input combinational cell        175       1270                    49.5
Clock inverter                          2       10.0                   0.390
Tap cell                               67       83.8                    3.27
Inverter                               25       98.8                    3.86
Sequential cell                        33        673                    26.3
==> worst max-delay path, stage by stage, from the launching register on <==
cell and delay, ps:
dfxtp_4 360, buf_6 120, ha_4 150, buf_6 110
a22oi_2 140, nand2_1 80, o21ai_2 70, ha_2 210
ha_4 200, nor2_2 90, clkbuf_2 90
==> state kept, by name, indices dropped and copies added, names as in the netlist, 3 cells and up <==
name / cells
count: 4
n0.s0.counter: 4
n1.s0.counter: 4
n2.s0.counter: 4
n0.s0.yindex: 3
n1.s0.yindex: 3
n2.s0.yindex: 3
==> worst paths after layout <==
| path | startpoint | to | slack [ps] |
|---|---|---|---|
| setup / recovery | index[1] | yout[2] | -50 |
| hold / removal | n2.s0.xindex[0] | n2.s0.xindex[0] | 410 |
| setup reg to reg | count[0] | index[1] | 1010 |
| hold reg to reg | n2.s0.xindex[0] | n2.s0.xindex[0] | 410 |
==> power by group <==
group / internal, mW / switching (mW)
sequential: 0.621 / 0.0417
combinational: 0.228 / 0.173
clock: 0.209 / 0.209
==> layout by cell type, fill, tap and decap left out, types with 6 or more instances in the layout <==
master	n
nor2_1	33
dfxtp_1	27
buf_4	26
a21oi_1	23
inv_1	21
nand2_1	17
ha_1	14
o21ai_0	7
ha_4	7
nor3_1	6
nor3b_1	6
==> metrics by stage <==
stage | TNS [ps] | cell area (um2) | util [%]
2_1_floorplan | 0 | 1980 | -
3_5_place_dp | -1020 | 2290 | 48.6
5_1_grt | -583 | 2560 | 54.3
4_1_cts | -374 | 2540 | 53.9
3_3_place_gp | -942 | 2290 | 48.6
6_report | -91.8 | 2560 | 54.3
==> timing repair <==
item / in CTS / in global routing
cloned: 0 / 0
buffers inserted: 8 / 1
hold buffers: 0 / 0
setup endpoints to repair: 12 / 9
gates resized: 50 / 15
hold endpoints to repair: 0 / 0
pin swaps: 18 / 11
Power is estimated from default activity; no workload was simulated.
